==> ./design.v <==
module pool_pe(input logic signed [15:0] input_featuremap,
					input logic clk,n_reset,start,enable,
					output logic signed [15:0] output_featuremap,
					output logic flag);
reg signed [15:0] max_value;
reg [2:0] counter=3'b0;
always_ff@(posedge clk, negedge n_reset)
	begin
		if(!n_reset)
			begin
				max_value<='0;
				counter<=3'b0;
			end
		else
			begin
				if(start==1)
					begin
					if(counter==4)
						begin
							counter<=0;
							max_value<=input_featuremap;
						end
					else
						begin
							if(enable==1)
								begin
									counter<=counter+1'b1;
										if (max_value<=input_featuremap)
											begin
												max_value<=input_featuremap;
											end
										else 
											begin
												max_value<=max_value;
											end
								end
							else
								begin
									counter<=counter;
									max_value<=max_value;
								end
						end
					end
				else					
					begin
						max_value<='0;
						counter<='0;
					end						
			end
	end
always_comb
	begin
		if(counter==4)
			begin
				flag='1;
				output_featuremap=max_value;
			end
		else
			begin
				flag='0;
				output_featuremap='0;
			end
	end
endmodule			
==> ./run.sh <==
#!/bin/bash
# OpenROAD 26Q1-2900-gdf79404cd8, Yosys 0.63+post, stock flow scripts
make -C /OpenROAD-flow-scripts/flow DESIGN_CONFIG=/design/flow/config.mk WORK_HOME=/design/flow/orfs finish
==> ./config.mk <==
export PLATFORM = sky130hd
export DESIGN_NAME = pool_pe
export DESIGN_NICKNAME = pool_pe
export VERILOG_FILES = /design/flow/design.v
export SDC_FILE = /design/flow/constraint.sdc
export NUM_CORES = 4
export LEC_CHECK = 1
export CORE_AREA = 10 10 97 97
export DIE_AREA = 0 0 107 107
==> ./constraint.sdc <==
current_design pool_pe

set clk_period 4.6
set clk_io_pct 0.2

create_clock -name clk0 -period $clk_period [get_ports {clk}]

set non_clock_inputs [all_inputs -no_clocks]
set_input_delay [expr $clk_period * $clk_io_pct] -clock clk0 $non_clock_inputs
set_output_delay [expr $clk_period * $clk_io_pct] -clock clk0 [all_outputs]
==> flow_summary.ini <==
; implementation run metrics
[run_status]
status = finished clean

[worst_setup_path]
worstPathMaxFanout = 16
rrSetupSlack_ps = 2240
cp-start-kind = input pin
reg2reg_from = counter[0]
startpoint = input_featuremap[15]
arrival_ps = 3150
crit_type = input pin to flop
end_kind = flop
worst_ep_required_time_ps = 4730
reg2reg_to = max_value[2]
worstRegToRegCells = 8

[yosys]
compound_area_share_pct = 6.861
netlist_area_sq_um = 1459
xor_area_share_pct = 0.6003
ys_seq_share_pct = 32.59
netlist_instances = 166
synthMuxAreaShare_pct = 12.01
yosysWarnings = 1
ys_types = 29
yosys_area_sq_um = 1459
synth.comb.largest_family = simple AND/OR/NAND/NOR gates
syn_area_per_cell_sq_um = 8.789
ys_sh_adder_pct = 15.44
ys_cells = 166
ys_sh_simple_pct = 20.84
ys.flops = 19

[routing]
routedWlPerCell_um = 12.24
ant_nets = 0
first_iter_violations = 42
finalWirelength_um = 3671
diodes = 0
vias = 1182
drc_errors = 0
drt_first_pass_iters = 4
viasPerCell = 3.940

[die]
dieArea_sq_um = 11450
die_height_um = 107
ios = 37
die_width_um = 107
initial_core_util_pct = 20.01
fp-row-count = 31
design.core.area_sq_um = 7292

[sta]
final.setup.tns_ps = 0
period_needed_ps = 3015
maxSlewViolCount = 0
hold_violations = 0
period_used_pct = 65.55
rsz0062_at_grt = false
setup_viol = 0
hold_ws_ps = 544.3
fin_ws_ps = 1585
fmax_mhz = 331.6
worst_pin_slew_ps = 710.5
relSlewSlack_pct = 52.49
fin_skew_ps = 2.968

[cts]
cts_inserted_buffers = 3
cts.sink_count = 19
path_clk_slew_ps = 70
cts_tree = built
postCtsHoldBufs = 0
cts_resized = 0
cts-htree-levels = 1
clock-root-buffer = clkbuf_8
post-cts-setup-buffer-count = 0
clk_latency_ps = 250
cts_max_path_buffers = 2

[power_and_ir_drop]
powerDensity_nw_per_um2 = 251.2
vdd_drop_max_mv = 0.1298
leakagePower_nw = 1.032
power_mw = 0.4905

[hold_path]
min_to = max_value[13]
hp-class = flop to flop
hp-start = max_value[13]
worstHoldPathCells = 2

[global_routing]
antenna_found_initial = 0
grt_max_degree = 20
grt-ovfl-total = 0
grt_pass1_wl_um = 5747
grtUsageTotal_pct = 6.255
first_global_vias = 1137

[placement]
dp.final_hpwl_um = 2851
io_buffers = 36
place_ws_ps = 1292
routabilityCongestion = 0.7845

[run]
max_cap_violations = 0
warnings = 26

[layout]
drive_above_1_share_pct = 4.478
final_core_util_pct = 26.78
syn2layout_area_growth_pct = 33.88
n_fill_cell = 814
==> cell type report <==
cell class | count | area [sq um] | area share, %
Multi-Input combinational cell | 107 | 813.3 | 41.64
Sequential cell | 19 | 475.5 | 24.34
Tap cell | 99 | 123.9 | 6.342
Clock buffer | 4 | 45.04 | 2.306
Inverter | 34 | 127.6 | 6.534
Timing Repair Buffer | 37 | 367.9 | 18.83
==> through the flow <==
step,instances,instance area (sq um)
final,300,1953
after CTS,300,1953
after global routing,300,1953
after detailed placement,296,1908
after global placement,296,1908
after floorplan,166,1459
==> cell usage in the layout (no fill, tap or decap), types with 2 or more instances in the layout <==
cell type        instances
and3_1                  16
o21ai_0                  6
nand3b_1                 2
dfrtp_1                 19
ha_1                    18
inv_1                   34
nor3_1                   2
a21oi_1                  7
clkdlybuf4s50_1         36
nand2_1                 22
clkbuf_8                 3
nor2_1                   4
mux2i_1                 16
==> cell families after synthesis <==
kind of cell / after synthesis
and+or+nand+nor: 54
buffers and inverters: 40
DFF: 19
adders and majority gates: 18
AOI/OAI and AO/OA: 17
muxes: 17
xor gates and xnor gates: 1
==> flip-flops by register name, summed over array words and instances, names as in the netlist <==
name       cells
max_value     16
counter        3
==> routing by layer <==
metal,track usage [%],wire [um]
met5,0,0
met4,0.3868,22
met3,2.911,329
met2,10.05,1632
met1,7.861,1687
==> critical path, stage by stage <==
cell	delay [ps]
clkdlybuf4s50_1	500
inv_1	50
ha_1	350
nand4_4	110
nor3_1	70
a2111o_1	410
a21oi_2	130
mux2_4	440
mux2i_1	160
==> cell usage after synthesis <==
cell	n	area, sq um
inv_1	34	127.6
nand2_1	22	82.58
dfrtp_1	19	475.5
ha_1	18	225.2
and3_1	16	100.1
mux2i_1	16	160.2
a21oi_1	7	35.03
o21ai_0	6	30.03
nor2_1	4	15.01
clkbuf_1	3	11.26
nand3b_1	2	15.01
nor3_1	2	10.01
a2111o_1	1	11.26
a21boi_0	1	7.510
a21o_1	1	7.510
a21oi_2	1	8.760
and2_1	1	6.260
and2_4	1	8.760
buf_2	1	5.000
buf_6	1	11.26
buf_8	1	15.01
mux2_4	1	15.01
nand2b_1	1	6.260
nand3_1	1	5.000
nand4_1	1	6.260
nand4_4	1	21.27
nor4_4	1	21.27
or3_1	1	6.260
xnor2_1	1	8.760
==> worst max-delay path by stage <==
stage | endpoint | depth (start not counted)
CTS | max_value[2] | 9
global route | max_value[11] | 9
finish | max_value[2] | 9
==> where the power goes <==
part,internal (mW),switching (mW),total [mW],leakage [nW]
combinational,0.0756,0.0847,0.160,0.763
sequential,0.192,0.0202,0.213,0.246
clock,0.0615,0.0562,0.118,0.0228
Power figures rest on the tool's default switching activity, not on a simulated workload.
