## flow/config.mk

```make
export PLATFORM = sky130hd
export DESIGN_NAME = conv_pe
export DESIGN_NICKNAME = conv_pe
export VERILOG_FILES = /design/flow/design.v
export SDC_FILE = /design/flow/constraint.sdc
export NUM_CORES = 4
export LEC_CHECK = 1
export CORE_UTILIZATION = 50
```

## flow/constraint.sdc

```tcl
current_design conv_pe

set clk_period 16.4
set clk_io_pct 0.2

create_clock -name clk0 -period $clk_period [get_ports {clk}]

set non_clock_inputs [all_inputs -no_clocks]
set_input_delay [expr $clk_period * $clk_io_pct] -clock clk0 $non_clock_inputs
set_output_delay [expr $clk_period * $clk_io_pct] -clock clk0 [all_outputs]
```

## flow/design.v

```verilog
module conv_pe #(parameter kernel_size=9) 
					(input logic signed [15:0] input_featuremap,
					 input logic signed [15:0] weight,
					 input logic signed [15:0] bias,
				    input logic n_reset, clk, start,ready_in,
				    output logic signed [15:0] output_featuremap,
					 output logic flag);
reg signed [31:0] mul;
reg signed [36:0] sum;
reg [7:0] counter=8'b0;
always_ff @ (posedge clk, negedge n_reset)
	begin
		if(!n_reset)
			begin
				mul<=0;
				counter<=0;
				sum<=0;
			end
		else if (start==1)
			begin
				if(ready_in==1)
					begin
						mul<=input_featuremap*weight;
						if(counter==kernel_size+1)
							begin
								counter<=2;
								sum<=input_featuremap*weight;
							end
						else
							begin
								counter<=counter+8'b1;
								sum<=sum+input_featuremap*weight;
							end	
					end
				else
					begin
						mul<=0;
						counter<=0;
						sum<=0;
					end
			end
		else
			begin
				mul<=0;
				counter<=0;
				sum<=0;
			end			
	end
always_comb
	begin
		if(counter==kernel_size+1)
			begin
				flag=1;
				output_featuremap={sum[36],sum[24:10]}+bias;
			end
		else
			begin
				flag=0;
				output_featuremap='0;
			end
	end	
endmodule
```

## flow/run.sh

```bash
#!/bin/bash
# OpenROAD 26Q1-2900-gdf79404cd8, Yosys 0.63+post, stock flow scripts
make -C /OpenROAD-flow-scripts/flow DESIGN_CONFIG=/design/flow/config.mk WORK_HOME=/design/flow/orfs finish
```

==> impl_metrics.ini <==
; flow metrics
[timing]
slew_viol_final = 0
rsz0062_at_grt = false
fin_setup_tns_ns = 0
timing.final.crit_period_ns = 11.92
period_used_share = 0.727
setup_viol = 0
relSlewSlack = 0.431
hold_viol_final = 0
hold_ws_ns = 0.544
fmax_mhz = 83.9
tightest_slew_ns = 0.851
fin_worst_skew_ns = 0.00480

[yosys]
aoi_share = 0.0984
yosys-stat-area_um2 = 13900
mux_share = 0.00144
synth_cell_types = 54
ff_type = dfrtp_1
synthArstFlopShare = 1.00
ys.flops = 45
ys.warnings.count = 1
synthCells = 1592
yosys.area_share.adder = 0.500
ys_top_logic_family = adder cells
synth_seq_share = 0.0808
edf_count = 0
synth.avg_cell_area_um2 = 8.76
synth-xor-area-share = 0.0534
synth_area_um2 = 13900
yosysCellCount = 1592
simple_gate_share = 0.173

[final_layout]
lay_top_cells = 301 x inv_1, 264 x fa_1, 188 x nand2_1, 135 x ha_1, 130 x and2_1
area_delta_synth_final_pct = 8.50
n_fill_cell = 2493
drive_gt1_frac = 0.0160
layout_top_cell = inv_1

[route]
drc = 0
vias = 10300
ant_nets = 0
diodes = 0
drt-vias-per-instance = 5.15
wl_mm = 29.9
avgRoutedWirePerCell_um = 15.0
drtPass1Iterations = 4
drt-initial-drc-count = 347

[floorplan]
die_x_um = 169
rows = 60
die.size.y_um = 169
initCoreUtil = 0.513
chipArea_um2 = 28600
core_area_um2 = 27200
ioPinCount = 69

[worst_setup_path]
worstPathRequired_ns = 16.62
cp_num_buf_inv = 6
crit_top_cell = fa_1
crit_family = adder cells
crit_slowest_cell = clkdlybuf4s50_1
path_class = primary input to flip-flop
critPathLaunchType = primary input
cp_max_fo = 16
crit_arrival_ns = 12.14
crit_path_end_kind = flip-flop
cp_slowest_stage_delay_ns = 1.03

[placed_design]
io_buffer_count = 68
gp_congestion = 0.872
hpwl_mm = 24.7

[clock_network]
h-tree-depth = 2
cts_inserted_buffers = 5
clock_latency_ns = 0.29
cts-root-buf = clkbuf_16
cts_tree = yes
clkTransAtPathRegs_ns = 0.06
hold_buffers = 0
numClockSinks = 45
cts-resized-gates = 0
clk_path_buf_depth = 2
cts_setup_buffers = 0

[run_status]
outcome = finished, final reports clean

[global_route]
track_usage = 0.241
antenna_found_initial = 0
globalRouteOverflowTotal = 0
grt_max_degree = 46
grt_pass1_wl_mm = 51.3
grt_pass1_vias = 10500

[min_path]
min_path_type = flip-flop to flip-flop

[job]
tool_warnings = 26
max_cap_viol_count = 0
==> flip-flops by register name, summed over array words and instances (netlist names) <==
register / flops
sum: 37
counter: 8
==> final timing paths <==
path | startpoint | to | slack [ns] | depth (start not counted)
max | weight[7] | sum[36]$_DFF_PN0_ | 4.48 | 33
min | counter[0]$_DFF_PN0_ | counter[0]$_DFF_PN0_ | 0.54 | 1
max reg2reg | sum[23]$_DFF_PN0_ | sum[36]$_DFF_PN0_ | 13.35 | 11
min reg2reg | counter[0]$_DFF_PN0_ | counter[0]$_DFF_PN0_ | 0.54 | 1
max in group asynchronous | n_reset | sum[1]$_DFF_PN0_ | 12.89 | 2
min in group asynchronous | n_reset | sum[33]$_DFF_PN0_ | 3.08 | 2
==> cell families after synthesis <==
group,after synthesis
compound gates,219
xor+xnor,85
fa+ha+maj,399
buf+inv,346
flops,45
mux,2
simple gates,496
==> layer usage <==
layer | GRT usage | part of all wire
met5 | 0 | 0
met4 | 0.0204 | 0.010
met3 | 0.0498 | 0.040
met2 | 0.397 | 0.51
met1 | 0.362 | 0.44
==> per-stage QoR <==
step                 util  setup WS [ns]  instances  area [um2]
global placement    0.550           4.38       1992       15000
floorplan               -           5.50       1592       13900
global route        0.557           4.00       2000       15100
detailed placement  0.550           4.24       1992       15000
CTS                 0.557           4.53       2000       15100
finish              0.557           4.48       2000       15100
==> cell type report <==
| cell class | instances | area, um2 | share of cell area |
|---|---|---|---|
| repair buffers | 73 | 713 | 0.0471 |
| flip-flops and latches | 45 | 1130 | 0.0744 |
| inverters | 301 | 1130 | 0.0747 |
| clock buffers | 6 | 139 | 0.00918 |
| well taps | 372 | 465 | 0.0308 |
| multi-input cells | 1201 | 11500 | 0.761 |
| clock inverters | 2 | 37.5 | 0.00248 |
==> cell usage after synthesis, types with 6 or more instances <==
cell type | n | area [um2]
clkbuf_1 | 44 | 165
nor2b_1 | 7 | 43.8
nor3_1 | 14 | 70.1
nand4_1 | 6 | 37.5
xnor2_1 | 58 | 508
xor2_1 | 27 | 236
a21oi_1 | 88 | 440
nand2_1 | 188 | 706
nand3_1 | 18 | 90.1
nor2_1 | 82 | 308
dfrtp_1 | 45 | 1130
a211oi_1 | 7 | 52.6
inv_1 | 301 | 1130
nand2b_1 | 20 | 125
and3_1 | 12 | 75.1
o21a_1 | 13 | 97.6
o21ai_0 | 35 | 175
fa_1 | 264 | 5290
a21o_1 | 25 | 188
and2_1 | 130 | 813
o21bai_1 | 13 | 97.6
ha_1 | 135 | 1690
